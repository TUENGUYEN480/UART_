==> flow/config.mk <==
export PLATFORM = sky130hd
export DESIGN_NAME = FIFO_sync
export DESIGN_NICKNAME = FIFO_sync
export VERILOG_FILES = /design/flow/design.v
export SDC_FILE = /design/flow/constraint.sdc
export NUM_CORES = 4
export LEC_CHECK = 1
export CORE_UTILIZATION = 40
==> flow/constraint.sdc <==
current_design FIFO_sync

set clk_period 3.1
set clk_io_pct 0.2

create_clock -name clk0 -period $clk_period [get_ports {clk}]

set non_clock_inputs [all_inputs -no_clocks]
set_input_delay [expr $clk_period * $clk_io_pct] -clock clk0 $non_clock_inputs
set_output_delay [expr $clk_period * $clk_io_pct] -clock clk0 [all_outputs]
==> flow/design.v <==
module FIFO_sync #(
    parameter ADDR_WIDTH = 4,
    parameter DATA_WIDTH = 8
)(
    input  wire rst,
    input  wire clk,
    input  wire wr_en,
    input  wire [DATA_WIDTH-1:0] data_in,
    output wire full,
    input  wire rd_en,
    output wire empty,
    output wire [DATA_WIDTH-1:0] data_out
);
    reg [DATA_WIDTH-1:0] fifo_memory [0:(1 << ADDR_WIDTH) - 1];
    reg [DATA_WIDTH-1:0] data_out_reg;
    wire [ADDR_WIDTH-1:0] wr_addr;
    wire [ADDR_WIDTH-1:0] rd_addr;
    wire [ADDR_WIDTH:0] wr_ptr;
    wire [ADDR_WIDTH:0] rd_ptr;
    write_FIFO #(
        .ADDR_WIDTH(ADDR_WIDTH),
        .DATA_WIDTH(DATA_WIDTH)
    ) i_write_domain (
        .rst    (rst),
        .clk    (clk),
        .wr_en  (wr_en),
        .wr_ptr (wr_ptr),
        .wr_addr(wr_addr),
        .rd_ptr (rd_ptr),
        .full   (full)
    );
    read_FIFO #(
        .ADDR_WIDTH(ADDR_WIDTH),
        .DATA_WIDTH(DATA_WIDTH)
    ) i_read_domain (
        .rst    (rst),
        .clk    (clk),
        .rd_en  (rd_en),
        .rd_ptr (rd_ptr),
        .rd_addr(rd_addr),
        .wr_ptr (wr_ptr),
        .empty  (empty)
    );
    always @(posedge clk or negedge rst) begin
        if (!rst)
            data_out_reg <= {DATA_WIDTH{1'b0}};
        else begin
            if (wr_en && !full)
                fifo_memory[wr_addr] <= data_in;
            if (rd_en && !empty)
                data_out_reg <= fifo_memory[rd_addr];
        end
    end
    assign data_out = data_out_reg;
endmodule
module read_FIFO #(
    parameter ADDR_WIDTH = 4,
    parameter DATA_WIDTH = 8
)(
    input wire rst,
    input wire clk,
    input wire rd_en,
    input wire [ADDR_WIDTH:0] wr_ptr,
    output wire [ADDR_WIDTH:0] rd_ptr,
    output wire [ADDR_WIDTH-1:0] rd_addr,
    output wire empty 
);
    reg [ADDR_WIDTH:0] rd_ptr_reg, rd_ptr_next;
    always @(posedge clk or negedge rst) begin
        if (!rst)
            rd_ptr_reg <= 0;
        else
            rd_ptr_reg <= rd_ptr_next;
    end
    always @* begin
        if (rd_en && !empty)
            rd_ptr_next = rd_ptr_reg + 1'b1;
        else
            rd_ptr_next = rd_ptr_reg;
    end
    assign empty = (rd_ptr_reg == wr_ptr);
    assign rd_ptr  = rd_ptr_reg;
    assign rd_addr = rd_ptr_reg[ADDR_WIDTH-1:0];
endmodule
module write_FIFO #(
    parameter ADDR_WIDTH = 4,
    parameter DATA_WIDTH = 8
)(
    input wire rst,
    input wire clk,
    input wire wr_en,
    input wire [ADDR_WIDTH:0] rd_ptr,
    output wire [ADDR_WIDTH:0] wr_ptr,
    output wire [ADDR_WIDTH-1:0] wr_addr,
    output wire full
);
    reg [ADDR_WIDTH:0] wr_ptr_reg, wr_ptr_next;
    always @(posedge clk or negedge rst) begin 
        if (!rst) 
            wr_ptr_reg <= 0;
        else 
            wr_ptr_reg <= wr_ptr_next;
    end
    always @* begin
        if (wr_en && !full)
            wr_ptr_next = wr_ptr_reg + 1'b1;
        else
            wr_ptr_next = wr_ptr_reg;
    end
    assign full = ((wr_ptr_reg[ADDR_WIDTH] != rd_ptr[ADDR_WIDTH]) &&
                   (wr_ptr_reg[ADDR_WIDTH-1:0] == rd_ptr[ADDR_WIDTH-1:0]));
    assign wr_addr = wr_ptr_reg[ADDR_WIDTH-1:0];
    assign wr_ptr  = wr_ptr_reg;
endmodule
==> flow/run.sh <==
#!/bin/bash
# OpenROAD 26Q1-2900-gdf79404cd8, Yosys 0.63+post, stock flow scripts
make -C /OpenROAD-flow-scripts/flow DESIGN_CONFIG=/design/flow/config.mk WORK_HOME=/design/flow/orfs finish
==> results_slide.txt <==
Synthesis and Place & Route Summary

Worst setup path
  • Reg-to-reg endpoint: data_out_reg[4]
  • Worst endpoint required time: 3390 ps
  • Register-to-register setup slack: 300 ps
  • Worst Setup End Kind: flop
  • Worst-case reg-to-reg path depth: 7
  • Critical R2R Launch: i_read_domain.rd_ptr_reg[1]
  • Max FO, Critical Path: 13
  • Kind of critical path: flop to flop
  • Crit start category: flop
  • WP data arrival: 3080 ps

CTS
  • Clock Pin Slew Worst Setup and Hold Paths: 60 ps
  • Sink Count: 146
  • Htree depth: 4
  • TritonCTS clock tree: built
  • Clock Tree Buf Depth: 2
  • # hold bufs at CTS: 0
  • Clock latency (worst-skew pair): 420 ps
  • CTS buffer count: 17
  • CTS Root Cell: clkbuf_16
  • Post-cts sizing count: 0
  • Setup bufs post-CTS: 0

Yosys
  • Yosys warning tally: 4
  • Cells in synth_stat.txt: 385
  • Main flop type: edfxtp_1
  • Registers, synthesis: 146
  • Syn Inst Count: 385
  • Async SR Flop Fraction: 12.33%
  • Mapped cell area: 0.005872 mm2
  • Yosys stat area: 0.005872 mm2
  • Synth unique cells: 50
  • Register area share after synthesis: 73.13%
  • Number of enable flip-flop cells: 128
  • Syn avg cell area: 15.25 um2

Detailed routing
  • ANT nets after route: 0
  • Initial DRC Count: 347
  • Drt via density: 5.695
  • Wire per inst: 21.96 um
  • DRT Wirelength: 13,680 um
  • 1st-pass router iterations: 5
  • Via count: 3,548
  • Ant. Diodes: 0
  • # DRC: 0

Finish
  • Max FFs per register: 128
  • Most numerous logic cell after layout: edfxtp_1
  • Layout cell share with drive strength beyond 1: 14.45%
  • Most instantiated logic cells after routing: 128 x edfxtp_1, 26 x nor2_1, 25 x nand2_1, 25 x buf_4, 21 x clkdlybuf4s50_1
  • Final instance area: 0.007074 mm2
  • Layout area overhead: 20.48%

Hold path
  • Hold-critical path depth: 2
  • Min-delay src: data_out_reg[4]
  • Min-Delay Path Class: flop to flop
  • Worst Hold Path EP: data_out_reg[4]

Floorplanning
  • Fp util: 41.66%
  • Core Rows: 43
  • Core area: 0.01410 mm2
  • Chip width: 123.2 um
  • Die H: 123.2 um
  • I/O pins: 22
  • Chip area: 0.01517 mm2

Timing
  • Setup Skew: 7.379 ps
  • Final setup margin: 304.1 ps
  • Min Tclk post-route: 2796 ps
  • WHS: 476.2 ps
  • # setup viols final: 0
  • Worst slew margin: 50.01%
  • RSZ-0062 raised after global routing: no
  • Final slew viol count: 0
  • Final Hold Fails: 0
  • Cycle use final: 90.19%
  • Least-Margin Pin Slew: 747.2 ps
  • Max Freq: 357.7 MHz
  • Setup TNS: 0 ps

Run
  • Tool warnings: 31
  • Total of max-cap violations: 0

Power
  • Leakage power: 2.409 nW
  • Peak supply drop: 0.4368 mV
  • Total Power: 6.956 mW
  • PwrDens: 983.2 mW/mm2

Global route
  • Initial antenna violation count: 1
  • Met2 Resource Use GR: 30.55%
  • GRT Max-Usage Layer: met2
  • Met1 usage: 29.83%
  • First-pass GRT wire length: 21,360 um
  • Largest net degree at the start of global routing: 37
  • GRT Residual Overflow: 0
  • GRT Util Overall: 21.15%
  • Vias in the first global route: 3,684
  • M3 GR Usage: 12.81%

Placed design
  • Placed Instance Area: 0.006410 mm2
  • Port buffer count: 21
  • Dpl ws: 356.0 ps
  • DP Wirelength: 8906 um
  • Final Wtd Congestion: 0.8771

Status
  • Outcome: complete, no violations
==> power by group <==
| group | leakage, nW | internal, mW | switching, mW |
|---|---|---|---|
| Combinational | 0.720 | 0.864 | 1.29 |
| Sequential | 1.37 | 2.36 | 0.156 |
| Clock | 0.321 | 1.51 | 0.774 |
==> critical path, stage by stage, from the launching register on <==
cell and delay, ps:
dfrtp_1 440, inv_1 110, ha_1 380, a222oi_1 550, a21oi_1 120, or4_1 510
a211oi_1 430, o31ai_1 130
==> worst max-delay path by stage <==
stage | start | to | slack (ps) | cells after the start
after CTS | i_read_domain.rd_ptr_reg[1] | data_out_reg[4] | 330 | 7
after global routing | i_read_domain.rd_ptr_reg[1] | data_out_reg[4] | 70 | 7
final | i_read_domain.rd_ptr_reg[1] | data_out_reg[4] | 300 | 7
==> cell families after synthesis <==
kind of cell	synth area share, %
muxes	2.046
xor gates and xnor gates	2.088
AOI/OAI and AO/OA	11.25
DFF	73.13
buffers and inverters	2.366
adders and majority gates	1.705
and+or+nand+nor	7.415
==> through the flow <==
stage               instances  utilization (%)
detailed placement        591            45.47
floorplan                 385                -
global route              623            50.19
global placement          591            45.47
finish                    623            50.19
CTS                       623            50.19
==> routing by layer <==
metal / vias up / share of wire, %
li1: 1606 / -
met1: 1766 / 41
met2: 162 / 45
met3: 14 / 12
met4: 0 / 1.5
met5: - / 0
==> synthesized netlist by cell type (all sizes together) (5+ instances only) <==
| cell type | n | area [um2] |
|---|---|---|
| xnor2 | 11 | 96.34 |
| buf | 14 | 78.83 |
| clkbuf | 7 | 26.28 |
| nor3 | 12 | 60.06 |
| edfxtp | 128 | 3844 |
| inv | 7 | 26.28 |
| nand3 | 6 | 30.03 |
| a221oi | 12 | 117.6 |
| a21oi | 8 | 40.04 |
| a22o | 10 | 87.58 |
| a22oi | 14 | 105.1 |
| nand2 | 25 | 93.84 |
| a222oi | 5 | 50.05 |
| dfrtp | 18 | 450.4 |
| ha | 8 | 100.1 |
| nor2 | 26 | 97.59 |
| o21ai | 7 | 35.03 |
| o31ai | 6 | 45.04 |
==> cell type report <==
| class | instances | area, um2 |
|---|---|---|
| Timing Repair Buffer | 47 | 417.9 |
| Sequential cell | 146 | 4294 |
| Tap cell | 180 | 225.2 |
| Multi-Input combinational cell | 209 | 1439 |
| Clock inverter | 13 | 231.5 |
| Clock buffer | 19 | 432.9 |
| Inverter | 9 | 33.78 |
| Fill cell | 1156 | 7022 |
Power figures rest on the tool's default switching activity, not on a simulated workload.
